<file path="flow/config.mk">
export PLATFORM = sky130hd
export DESIGN_NAME = top4digit7seg
export DESIGN_NICKNAME = top4digit7seg
export VERILOG_FILES = /design/flow/design.v
export SDC_FILE = /design/flow/constraint.sdc
export NUM_CORES = 4
export LEC_CHECK = 1
export CORE_UTILIZATION = 30
</file>
<file path="flow/constraint.sdc">
current_design top4digit7seg

set clk_period 17.2
set clk_io_pct 0.2

create_clock -name clk0 -period $clk_period [get_ports {clk}]

set non_clock_inputs [all_inputs -no_clocks]
set_input_delay [expr $clk_period * $clk_io_pct] -clock clk0 $non_clock_inputs
set_output_delay [expr $clk_period * $clk_io_pct] -clock clk0 [all_outputs]
</file>
<file path="flow/design.v">
module Selector(
output reg o0, o1, o2, o3, 
input [1:0] sel
    );
always @(sel)
case(sel)
	0:	begin
				o0=1;
				o1=0;
				o2=0;
				o3=0;
		end
	1:	begin
				o0=0;
				o1=1;
				o2=0;
				o3=0;
		end
	2:	begin
				o0=0;
				o1=0;
				o2=1;
				o3=0;
		end
	3:	begin
				o0=0;
				o1=0;
				o2=0;
				o3=1;
		end
default: begin
			o0=1'bx;
			o1=1'bx;
			o2=1'bx;
			o3=1'bx;
			end
endcase
endmodule
module SevenSegEnc(
	output reg [6:0] Disp,
	input [3:0] BCD
);
parameter	BLANK	=7'b111_1111;
parameter	ZERO	=7'b000_0001;
parameter   ONE	=7'b100_1111;
parameter	TWO	=7'b001_0010;
parameter	THREE	=7'b000_0110;
parameter	FOUR	=7'b100_1100;
parameter	FIVE	=7'b010_0100;
parameter	SIX	=7'b010_0000;
parameter	SEVEN	=7'b000_1111;
parameter	EIGHT	=7'b000_0000;
parameter	NINE	=7'b000_0100;
always @(BCD)
	case(BCD)
	0:	Disp=ZERO;
	1:	Disp=ONE;
	2:	Disp=TWO;
	3:	Disp=THREE;
	4:	Disp=FOUR;
	5:	Disp=FIVE;
	6:	Disp=SIX;
	7:	Disp=SEVEN;
	8:	Disp=EIGHT;
	9:	Disp=NINE;
	default:	Disp=BLANK;
	endcase
endmodule
module SevenSegMux(
output reg [3:0] out, 
input [3:0] a, b, c, d, 
input [1:0] sel
    );
always @(sel, a, b, c, d)
case(sel)
	0:	out=a;
	1:	out=b;
	2:	out=c;
	3:	out=d;
default: out=4'bx;
endcase
endmodule
module counttofour(
input clk,
input rst,
output [1:0]cnt
    ); 
reg [1:0]cnt_d,cnt_q;
assign cnt = cnt_q;
always @(cnt_q) begin
	cnt_d=cnt_q + 1'b1;
end
  always @(posedge clk) begin
	if (rst) cnt_q<=2'b0;
	else	cnt_q<=cnt_d;
end
endmodule
module dbldbl(
input [15:0] bin,
output [15:0] bcd
);
reg [15 : 0] bcd; 
reg [4:0] i;   
always @(bin) begin
bcd = 0;  
for (i = 0; i < 16; i = i+1) begin
         bcd = {bcd[14:0],bin[15-i]};  
if(i < 15 && bcd[3:0] > 4) bcd[3:0] = bcd[3:0] + 3;
if(i < 15 && bcd[7:4] > 4) bcd[7:4] = bcd[7:4] + 3;
if(i < 15 && bcd[11:8] > 4) bcd[11:8] = bcd[11:8] + 3;  
if(i < 15 && bcd[15:12] > 4)bcd[15:12] = bcd[15:12] + 3;
end
end     
endmodule
module foursegclk(
input clk,
input rst,
output nclk
);
reg [10:0] count_q,count_d;
assign nclk=count_q[10];
always @(count_q) begin
	count_d=count_q + 1'b1;
end
always @(posedge clk) begin
	if (rst) count_q<=10'b0;
	else	count_q<=count_d;
end
endmodule
module top4digit7seg(
input clk,rst,
input [15:0] bin,
output [6:0] abcdefg,
output  en0, en1, en2, en3 
);
wire [1:0] sel;
wire nclk;
wire [3:0] ssmout;
wire [15:0]bcd;
dbldbl dbldbl1(
.bin(bin),
.bcd(bcd)
	 );
SevenSegMux SevenSegMux(
.out(ssmout), 
.a(bcd[15:12]),
.b(bcd[11:8]),
.c(bcd[7:4]),
.d(bcd[3:0]),  
.sel(sel)
    );
SevenSegEnc SevenSegEnc(
	.Disp(abcdefg),
	.BCD(ssmout)
);
Selector Selector(
.o0(en0),
.o1(en1), 
.o2(en2),
.o3(en3),
.sel(sel)
);
counttofour counttofour(
.clk(nclk),
.rst(rst),
.cnt(sel)
); 
foursegclk foursegclk(
.clk(clk),
.rst(rst),
.nclk(nclk)
);
endmodule
</file>
<file path="flow/run.sh">
#!/bin/bash
# OpenROAD 26Q1-2900-gdf79404cd8, Yosys 0.63+post, stock flow scripts
make -C /OpenROAD-flow-scripts/flow DESIGN_CONFIG=/design/flow/config.mk WORK_HOME=/design/flow/orfs finish
</file>
==> reports/qor.log <==
[timing] achievable frequency 0.0610 GHz
[global_route] wire length of the first global-routing pass 33.6 mm
[timing] transition time at the pin with the least slew margin 0.718 ns
[logic_synthesis] cells after synthesis 990
[global_route] global route hottest layer met2
[route] Pre-Repair DR Iteration Count 5
[route] number of design-rule violations left by the first detailed-router iteration 597
[route] total DRC errors in the routed layout 0
[timing] Final Max-Slew Violation Tally 0
[critical_path] most used cell, CP ha_1
[route] wire length reported by the detailed router 19.8 mm
[job] number of max-cap violations 0
[critical_path] critical path endpoint category output port
[timing] number of unconstrained endpoints 6
[critical_path] worst path bufs/invs 8
[floorplan] initial core utilization 30.5%
[power_and_ir_drop] largest vdd supply drop 0.000124 V
[critical_path] slack of the worst reg-to-reg path 15.78 ns
[logic_synthesis] top-count cell post-synth nor2_1
[global_route] GR Util met1 24.8%
[clock_network] CTS tree yes
[logic_synthesis] synthesized flop and latch total 13
[power_and_ir_drop] static power due to leakage 0.00271 uW
[logic_synthesis] Syn Area/Cell 6.98 um^2
[clock_network] count of H-tree levels built during CTS 1
[layout] fraction of final layout cells sized beyond drive strength 1 15.3%
[global_route] largest net degree at the start of global routing 27
[logic_synthesis] Most common reg cell dfxtp_1
[clock_network] number of buffers inserted during clock tree synthesis 3
[logic_synthesis] number of warning messages in the yosys log 6
[floorplan] die y size 154 um
[placed_design] I/O Buffers 28
[clock_network] clock slew at reported path FFs 0.04 ns
[global_route] Tot GR Track Use 16.6%
[critical_path] CP Launch Type input port
[critical_path] slowest cell on the critical path clkdlybuf4s50_1
[logic_synthesis] number of synthesized flops with an enable pin 0
[placed_design] HPWL reported at the end of detailed placement 14.6 mm
[timing] setup repair after global routing missed its margin false
[timing] worst hold margin 0.443 ns
[layout] number of fillers in the final layout 2369
[logic_synthesis] main area contributors after synthesis ha_1 (5.8%), nor2_1 (5.0%), nand2_1 (4.4%)
[placed_design] final weighted congestion of routability-driven global placement 0.971
[timing] Final Skew 0.00226 ns
[clock_network] Root Buffer Master clkbuf_16
[timing] Final setup viols 0
[timing] post-layout minimum cycle time 16.40 ns
[timing] fin crit share 95.3%
[route] diode insertion count for antenna repair 0
[global_route] initial antenna violation count 0
[global_route] GRT Residual Overflow 0
[critical_path] Worst Path Arrival 12.96 ns
[critical_path] dominant delay contributor by cell family on the critical path AND-OR/OR-AND gates
[logic_synthesis] Distinct lib cells used 115
[timing] final hold violation count 0
[timing] count of unclocked register or latch pins 2
[logic_synthesis] count of instantiated cells in the yosys netlist 990
[worst_hold_path] Hold WC Path Type register to register
[clock_network] Clock Path Buffers 2
[critical_path] type of the setup path with the least slack input port to output port
[global_route] number of global-route vias before repair 6734
[logic_synthesis] yosys-reported design area after synthesis 0.00691 mm^2
[floorplan] die x size 154 um
[logic_synthesis] fraction of registers with async set/reset 0%
[layout] Area Growth Syn to Fin 10.1%
[critical_path] biggest fanout along the worst timing path 14
[timing] worst rel slew slack 52.0%
[power_and_ir_drop] power per unit of standard cell area 195 mW/mm^2
[floorplan] area of the core 0.0226 mm^2
[floorplan] row count 55
[logic_synthesis] Post-Syn Area 0.00691 mm^2
[clock_network] worst skew pair latency 0.24 ns
[floorplan] area of the chip 0.0237 mm^2
[route] Wirelength per Cell 15.5 um
[floorplan] I/O pin count 29
[job] tool warnings 46
[global_route] met2 Use GR 26.1%
[timing] accumulated negative setup slack 0 ns
[global_route] met3 track demand over resource 0.947%
[critical_path] required time worst endpoint 13.76 ns
[logic_synthesis] Synth top cells by count nor2_1 (92), nand2_1 (81), a21oi_1 (56)
[logic_synthesis] sequential element share of the synthesized area 3.76%
[route] vias per std cell 6.11
[logic_synthesis] library cell with the largest summed area after synthesis ha_1
[outcome] run status finished clean
[route] via count 7778
[critical_path] highest cell delay on the worst timing path 0.48 ns
[logic_synthesis] share of Yosys cell area claimed by the top area cell type 5.79%
[route] number of nets with antenna violations after routing 0
what timing repair did:
action                                 4_1_cts  5_1_grt
setup endpoints to repair                    1        7
endpoints found under the hold margin        0        0
hold buffers                                 0        0
pin swaps                                    0        1
gates resized                                1       14
buffers inserted                             0        7
where the power goes:
part | internal [uW] | switching [uW]
combinational | 616 | 801
sequential | 26.2 | 0.516
clock | 31.1 | 11.5
total | 674 | 813
cell families (layout without fill, tap and decap cells):
group                    Yosys count  count (layout)  share of synthesized area (%)
AND/OR/NAND/NOR                  391             391                           29.2
buffers and inverters            106             105                           7.38
XOR/XNOR                          31              31                           4.78
multiplexers                      24              24                           3.69
AND-OR/OR-AND                    389             389                           44.8
flip-flops                        13              13                           3.76
adder cells (fa/ha/maj)           36              36                           6.44
cells in the final DEF, fill, tap and decap left out, types with 7 or more instances in the layout:
| cell | n |
|---|---|
| nor2_1 | 91 |
| nand2_1 | 81 |
| a21oi_1 | 56 |
| o21ai_0 | 47 |
| nand3_1 | 46 |
| buf_4 | 38 |
| nor3_1 | 33 |
| ha_1 | 31 |
| inv_1 | 30 |
| o211ai_1 | 28 |
| clkdlybuf4s50_1 | 27 |
| nand4_1 | 19 |
| xnor2_1 | 19 |
| a31oi_1 | 16 |
| and3_1 | 15 |
| a211oi_1 | 15 |
| nor4_1 | 14 |
| or3_1 | 14 |
| mux2i_1 | 13 |
| o22ai_1 | 13 |
| dfxtp_1 | 13 |
| and2_1 | 12 |
| a22oi_1 | 12 |
| o21ai_1 | 12 |
| o2111ai_1 | 11 |
| nand2b_1 | 10 |
| o21a_1 | 10 |
| o221ai_1 | 10 |
| nor2b_1 | 9 |
| a21o_1 | 9 |
| o21ai_2 | 8 |
| o31ai_1 | 8 |
| a221oi_1 | 7 |
| mux2_2 | 7 |
| or2_1 | 7 |
path summary, 6_finish.rpt:
check / endpoint / cells after the start / from
setup / recovery: abcdefg[2] / 40 / bin[14]
hold / removal: foursegclk.count_q[0] / 1 / foursegclk.count_q[0]
setup reg to reg: foursegclk.count_q[10] / 5 / foursegclk.count_q[3]
hold reg to reg: foursegclk.count_q[0] / 1 / foursegclk.count_q[0]
state kept, by name, summed over array words and instances (netlist names):
name	cells
foursegclk.count_q	11
counttofour.cnt_q	2
metrics by stage:
| step | setup WS, ns | utilization (%) | std cells | power, uW | cell area [um^2] |
|---|---|---|---|---|---|
| 3_5_place_dp | -0.0498 | 32.7 | 1263 | 1420 | 7410 |
| 3_3_place_gp | 0.277 | 32.7 | 1263 | 1410 | 7410 |
| 6_report | 0.800 | 33.6 | 1274 | 1490 | 7610 |
| 2_1_floorplan | 2.27 | - | 990 | 1120 | 6910 |
| 4_1_cts | 0.188 | 33.1 | 1267 | 1470 | 7490 |
| 5_1_grt | 0.111 | 33.6 | 1274 | 1650 | 7610 |
area by class of cell:
type                            instances  area, um^2  share of cell area [%]
Multi-Input combinational cell        871        6220                    81.7
Clock buffer                            4        78.8                    1.04
Tap cell                              285         357                    4.69
Inverter                               35         131                    1.73
Sequential cell                        13         260                    3.42
Timing Repair Buffer                   66         568                    7.46
layer usage:
layer	wire (um)	part of all wire (%)
met5	0	0
met3	858	4.3
met4	383	1.9
met1	9530	48
met2	8990	45
Power is estimated from default activity; no workload was simulated.
